$ cat flow/config.mk
export PLATFORM = sky130hd
export DESIGN_NAME = counter_4bit
export DESIGN_NICKNAME = counter_4bit
export VERILOG_FILES = /design/flow/design.v
export SDC_FILE = /design/flow/constraint.sdc
export NUM_CORES = 4
export LEC_CHECK = 1
export CORE_AREA = 10 10 70 70
export DIE_AREA = 0 0 80 80
$ cat flow/constraint.sdc
current_design counter_4bit

set clk_period 1.0
set clk_io_pct 0.2

create_clock -name clk0 -period $clk_period [get_ports {clk}]

set non_clock_inputs [all_inputs -no_clocks]
set_input_delay [expr $clk_period * $clk_io_pct] -clock clk0 $non_clock_inputs
set_output_delay [expr $clk_period * $clk_io_pct] -clock clk0 [all_outputs]
$ cat flow/design.v
parameter n = 4;
module counter_4bit(input logic clk,
			input logic rst,
			output logic [n-1:0] q);
always_ff @ (posedge clk, posedge rst)
	if(rst) q <= 4'b0;
	else if(clk) q <= q + 1;
endmodule
$ cat flow/run.sh
#!/bin/bash
# OpenROAD 26Q1-2900-gdf79404cd8, Yosys 0.63+post, stock flow scripts
make -C /OpenROAD-flow-scripts/flow DESIGN_CONFIG=/design/flow/config.mk WORK_HOME=/design/flow/orfs finish
==> impl_metrics.yaml <==
# physical design summary
logic_synthesis:
  synthFlopType: "dfrtp_1"
  yosysWarnings: 1
  avgSynthCellArea_um2: 14.26
  syn-instance-count: 10
  top_area_cell: "dfrtp_1"
  top_cell_area_share: 0.7018
  synth-cells-yosys: 10
  synth_seq_share: 0.7018
  yosysUniqueCellTypes: 6
  edf_count: 0
  synthTopCellsByCount: "dfrtp_1 (4), inv_1 (2)"
  yosys_area_um2: 142.6
  async_reset_ff_frac: 1.000
  most_common_cell: "dfrtp_1"
  ys_top_cells_by_area: "dfrtp_1 (70%), ha_1 (8.8%), xnor2_1 (6.1%), xor2_1 (6.1%), inv_1 (5.3%)"
  synth_flop_count: 4
  synth_area_um2: 142.6
placed_design:
  gp_congestion: 0.6570
  io_buffers: 5
detailed_routing:
  num_vias: 124
  ant_nets: 0
  post_drt_wl_per_cell_um: 6.257
  antennaDiodeCount: 0
  drt_iter0_drc: 5
  drt-total-wl_um: 438
  first_pass_iters: 2
  via_per_inst: 1.771
  drcViolationCount: 0
run_status:
  outcome: "completed"
floorplan:
  core-area_um2: 3416
  initCoreUtil: 0.04176
  die_y_um: 80
  ios: 6
  num_rows: 21
  die_w_um: 80
  chipArea_um2: 6400
cts:
  clk_latency_ps: 230
  cts_buffers: 3
  cts_tree: "built"
  clockBufferDepth: 2
  cts_root_buf: "clkbuf_4"
  cts.sinks: 4
  cts-htree-levels: 1
  path_clk_slew_ps: 40
flow_run:
  warning_count: 26
  drv_cap: 0
setup_path:
  start_kind: "flip-flop"
  end_kind: "flip-flop"
  timing.rr.start: "q[0]"
  critPathMaxFanout: 3
  ff2ff_path_depth: 3
  r2r_end: "q[2]"
  reg2reg_slack_ps: 50
  cp.required_ps: 1120
  timing.setup.critical_path_class: "reg -> reg"
  cp.arrival_ps: 1070
grt:
  grt_pass1_vias: 152
  grt_max_degree: 5
  grt_overflow: 0
  grt_pass1_wl_um: 696
  grt_usage: 0.01578
  antenna_found_initial: 0
timing:
  maxClockFrequency_ghz: 1.053
  finClkSkew_ps: 2.134
  rsz0062_at_grt: "false"
  holdWs_ps: 156.6
  setup_viol: 0
  setup_tns_ps: 0
  worst_pin_slew_ps: 144.1
  timing.final.crit_period_ps: 949.9
  slew_headroom: 0.9038
  hold_violations: 0
  final.period_utilization: 0.9499
  maxSlewViolCount: 0
pwr:
  swShare: 0.1832
  ir_drop_uv: 165.1
  p_int_mw: 0.3006
  power.switching_mw: 0.06741
  pwr-share-comb: 0.019
  clockPowerShare: 0.539
  pwr_density_cell_nw_per_um2: 1225
  pwr-share-seq: 0.442
  power.leakage_nw: 0.1526
finish:
  n_fill_cell: 404
  largest_register: "q"
  syn2layout_area_growth_pct: 110.5
  largest_register_ffs: 4
  drive_above_1_share: 0.5833
  top_regs: "q: 4 flops"
hold_path:
  hold_path_class: "in -> async"
worst max-delay path by stage:
| stage | start | endpoint | slack (ps) | cells after the start |
|---|---|---|---|---|
| after CTS | q[0] | q[0] | -30 | 1 |
| after global routing | q[2] | q[3] | 20 | 4 |
| final | q[0] | q[2] | 50 | 3 |
layer usage:
layer,share of wire,GRT usage,vias up
met2,0.30,0.01605,6
met5,0,0,-
met3,0.38,0.03182,0
li1,-,-,59
met1,0.32,0.01070,59
met4,0,0.007042,0
what timing repair did:
item / CTS / global route
gates cloned: 0 / 0
hold endpoints to repair: 0 / 0
endpoints found under the setup margin: 4 / 4
hold buffers: 0 / 0
buffers inserted: 3 / 0
gates resized: 10 / 4
per-stage QoR:
stage,instances,util,instance area (µm²),worst slack (ps),power [mW]
floorplan,10,-,142.6,179.0,0.1675
global placement,64,0.07985,272.8,-86.95,0.1717
detailed placement,64,0.07985,272.8,-95.26,0.1721
CTS,70,0.09158,312.8,-32.87,0.3797
global route,70,0.08791,300.3,18.96,0.3932
finish,70,0.08791,300.3,50.06,0.3680
worst max-delay path: stages (launching register included):
cell	delay [ps]
dfrtp_1	380
buf_4	150
ha_2	180
xor2_1	130
cell families (layout without fill, tap and decap cells):
kind of cell | count (synthesis) | in the layout | synth area share
DFF | 4 | 4 | 0.7018
xor gates and xnor gates | 2 | 2 | 0.1228
buffers and inverters | 2 | 16 | 0.05265
adders and majority gates | 1 | 1 | 0.08771
and+or+nand+nor | 1 | 1 | 0.03505
power by group through the flow:
stage | registers (mW) | clock network (mW) | logic, mW
after CTS | 0.163 | 0.210 | 0.00730
after global routing | 0.163 | 0.222 | 0.00847
final | 0.163 | 0.198 | 0.00699
area by class of cell:
type | count | area, µm² | area share
sequential | 4 | 100.1 | 0.3333
timing repair buffer | 11 | 75.07 | 0.2500
tap | 46 | 57.56 | 0.1917
multi-input combinational | 4 | 37.54 | 0.1250
clock buffer | 3 | 22.52 | 0.07500
inverter | 2 | 7.507 | 0.02500
placed cells by master, fill, tap and decap left out:
| cell type | Yosys | layout |
|---|---|---|
| buf_2 | 0 | 1 |
| buf_4 | 0 | 6 |
| clkbuf_2 | 0 | 3 |
| clkbuf_4 | 0 | 3 |
| clkdlybuf4s50_1 | 0 | 1 |
| dfrtp_1 | 4 | 4 |
| ha_2 | 0 | 1 |
| inv_1 | 2 | 2 |
| nand3_1 | 1 | 1 |
| xnor2_1 | 1 | 1 |
| xor2_1 | 1 | 1 |
Power is estimated from default activity; no workload was simulated.
